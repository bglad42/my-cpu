==> flow/config.mk <==
export PLATFORM = sky130hd
export DESIGN_NAME = adder_64
export DESIGN_NICKNAME = adder_64
export VERILOG_FILES = /design/flow/design.v
export SDC_FILE = /design/flow/constraint.sdc
export NUM_CORES = 4
export LEC_CHECK = 1
export CORE_UTILIZATION = 30
==> flow/constraint.sdc <==
current_design adder_64

set clk_period 22.4
set clk_io_pct 0.2

create_clock -name clk0 -period $clk_period

set non_clock_inputs [all_inputs -no_clocks]
set_input_delay [expr $clk_period * $clk_io_pct] -clock clk0 $non_clock_inputs
set_output_delay [expr $clk_period * $clk_io_pct] -clock clk0 [all_outputs]
==> flow/design.v <==
`timescale 1ps/1ps
module fullAdder (sum, Cout, Cin, A, B);
	output logic sum, Cout;
	input logic A, B, Cin;
	wire AC, AB, BC;
	xor #50 (sum, A, B, Cin);
	nand #50 (AC, A, Cin);
	nand #50 (AB, A, B);
	nand #50 (BC, B, Cin);
	nand #50 (Cout, AC, AB, BC);
endmodule 
`timescale 1ns/1ps
module adder_64 (out, A, B);
	input logic [63:0] A, B;
	output logic [63:0] out;
	wire [63:0] last;
	fullAdder addyFirst (.sum(out[0]), .A(A[0]), .B(B[0]), .Cin(1'b0), .Cout(last[0]));
	genvar i;
	generate
		for (i = 1; i < 64; i++) begin : eachadder
			fullAdder addy (.sum(out[i]), .A(A[i]), .B(B[i]), .Cin(last[i-1]), .Cout(last[i]));
		end
	endgenerate
endmodule 
module adder_64_tb();
	logic [63:0] out, A, B;
	adder_64 dut(.out(out), .A(A), .B(B));
	int i;
	initial begin
		A = 64'd4;B = 64'd2;	#500;
	end
endmodule
==> flow/run.sh <==
#!/bin/bash
# OpenROAD 26Q1-2900-gdf79404cd8, Yosys 0.63+post, stock flow scripts
make -C /OpenROAD-flow-scripts/flow DESIGN_CONFIG=/design/flow/config.mk WORK_HOME=/design/flow/orfs finish
==> flow_metrics.env <==
# yosys + openroad results
export IMPL_finalMaxSlewViolations=0
export IMPL_hold_path_class="in2out"
export IMPL_postSynthSeqShare_pct=0
export IMPL_top_area_cell="fa_1"
export IMPL_num_io_pins=192
export IMPL_wl_um=4830
export IMPL_chipArea_mm2=0.00617
export IMPL_nClkBuffers=0
export IMPL_top_area_share_pct=70.6
export IMPL_die_h_um=78.6
export IMPL_gp_congestion=0.811
export IMPL_rsz0062_at_grt="yes"
export IMPL_critical_path_top_delay_family="adder cells"
export IMPL_required_ns=17.92
export IMPL_timing_slew_headroom_pct=92.0
export IMPL_flops=0
export IMPL_drt_first_pass_iters=4
export IMPL_initial_core_util_pct=31.5
export IMPL_antenna_cells=0
export IMPL_whs_ns=9.59
export IMPL_yosys_area_mm2=0.00176
export IMPL_drive_gt1_share_pct=36.3
export IMPL_cp_arrival_ns=26.52
export IMPL_critPathKind="in2out"
export IMPL_cap_violations=0
export IMPL_post_cts_buffers=0
export IMPL_synthDistinctLibCells=4
export IMPL_vias=1330
export IMPL_cpMostUsedCell="fa_2"
export IMPL_ff_latch_area_um2=0
export IMPL_yosysCellCount=128
export IMPL_synthCells=128
export IMPL_cp_end_kind="output port"
export IMPL_holdPathStages=3
export IMPL_grt_pass1_wl_um=7540
export IMPL_drt_iter0_markers=8
export IMPL_die_width_um=78.6
export IMPL_critPathMaxFanout=1
export IMPL_fmax_mhz=32.3
export IMPL_crit_cells=66
export IMPL_finalHoldViolCount=0
export IMPL_crit_path_max_incr_delay_ns=0.36
export IMPL_timing_final_ws_setup_ns=-8.60
export IMPL_syn_area_mm2=0.00176
export IMPL_viasPerCell=4.05
export IMPL_fin_util_pct=59.6
export IMPL_setup_viol=26
export IMPL_grtUsageTotal_pct=17.0
export IMPL_place_hpwl_um=4820
export IMPL_avgRoutedWirePerCell_um=14.7
export IMPL_io_buffer_count=192
export IMPL_drc=0
export IMPL_grt_overflow=0
export IMPL_outcome="complete, but fails checks"
export IMPL_most_common_cell="buf_4"
export IMPL_antenna_found_initial=0
export IMPL_hold_buffers=0
export IMPL_period_needed_ns=31.00
export IMPL_total_leakage_power_nw=1.19
export IMPL_warning_count=36
export IMPL_cp_slowest_cell="fa_2"
export IMPL_violations="setup timing"
export IMPL_grt_max_degree=2
export IMPL_syn2layout_area_growth_pct=89.0
export IMPL_ys_top_cells_by_count="64 x buf_4, 62 x fa_1, 1 x ha_1, 1 x xor3_1"
export IMPL_grt_pass1_vias=1559
export IMPL_finalCritPeriodShare_pct=138
export IMPL_ir_drop_v=0.0000121
export IMPL_start_kind="primary input"
export IMPL_yosys_warnings=0
export IMPL_power_w=0.0000849
export IMPL_rows=27
export IMPL_avgSynthCellArea_um2=13.7
export IMPL_fp_coreArea_mm2=0.00557
export IMPL_worst_path_buf_inv=2
export IMPL_p_per_area_mw_per_mm2=25.6
export IMPL_top_cells_by_area="fa_1 71%, buf_4 27%, xor3_1 1.4%"
export IMPL_ant_nets=0
export IMPL_tightest_slew_ns=0.119
## worst min-delay path, stage by stage
cell             delay [ns]
buf_6                  0.07
ha_4                   0.11
clkdlybuf4s50_1        0.45
## final timing paths
kind | startpoint | endpoint
max | A[0] | out[63]
min | B[0] | out[0]
## kinds of logic (layout without fill, tap and decap cells)
logic type	Yosys count	after routing	share of synthesized area, %
buffers and inverters	64	192	27.3
adders and majority gates	63	63	71.3
xor gates and xnor gates	1	1	1.35
## layer usage
| layer | up-vias | GRT usage (%) | share of wire [%] |
|---|---|---|---|
| li1 | 578 | - | - |
| met3 | 0 | 8.50 | 18 |
| met2 | 114 | 29.0 | 51 |
| met4 | 0 | 0 | 0 |
| met1 | 638 | 21.3 | 31 |
| met5 | - | 0 | 0 |
## where the power goes
group | switching [W] | leakage (nW) | total [W] | internal [W]
Sequential | 0 | 0 | 0 | 0
Combinational | 0.0000233 | 1.19 | 0.0000849 | 0.0000616
Clock | 0 | 0 | 0 | 0
## metrics by stage
step,instances,setup slack [ns],area [um^2],TNS [ns]
5_1_grt,328,-9.08,3320,-128.38
3_3_place_gp,328,-9.31,3460,-138.11
2_1_floorplan,128,-8.03,1930,-106.23
3_5_place_dp,328,-9.37,3460,-139.55
6_report,328,-8.60,3320,-118.27
4_1_cts,328,-8.65,3320,-119.24
## cell usage in the layout (no fill, tap or decap), drive strengths merged
master	count
clkdlybuf4s50	160
fa	62
buf	29
xor3	1
ha	1
clkdlybuf4s15	1
dlymetal6s2s	1
clkbuf	1
## timing repair
action	4_1_cts	5_1_grt
resized	96	3
endpoints found under the setup margin	28	28
endpoints found under the hold margin	0	0
## area by class of cell
cell class | count | area, um^2
multi-input combinational | 64 | 1450
fill | 495 | 2250
timing repair buffer | 192 | 1790
tap | 72 | 90.1
Power figures rest on the tool's default switching activity, not on a simulated workload.
