## flow/run.sh

```bash
#!/bin/bash
# OpenROAD 26Q1-2900-gdf79404cd8, Yosys 0.63+post, stock flow scripts
make -C /OpenROAD-flow-scripts/flow DESIGN_CONFIG=/design/flow/config.mk WORK_HOME=/design/flow/orfs finish
```

## flow/constraint.sdc

```tcl
current_design mux_64_2_1

set clk_period 1.0
set clk_io_pct 0.2

create_clock -name clk0 -period $clk_period

set non_clock_inputs [all_inputs -no_clocks]
set_input_delay [expr $clk_period * $clk_io_pct] -clock clk0 $non_clock_inputs
set_output_delay [expr $clk_period * $clk_io_pct] -clock clk0 [all_outputs]
```

## flow/config.mk

```make
export PLATFORM = sky130hd
export DESIGN_NAME = mux_64_2_1
export DESIGN_NICKNAME = mux_64_2_1
export VERILOG_FILES = /design/flow/design.v
export SDC_FILE = /design/flow/constraint.sdc
export NUM_CORES = 4
export LEC_CHECK = 1
export CORE_AREA = 10 10 95 95
export DIE_AREA = 0 0 105 105
```

## flow/design.v

```verilog
`timescale 1ps/1ps
module mux2_1(out, i0, i1, sel);
	output logic out;
	input logic i0, i1, sel;
	logic t0, t1, t2;
	not #50 (t0, sel);
	and #50 r0 (t1, i1, sel);
	and #50 r1 (t2, i0, t0);
	or #50 result (out, t1, t2);
endmodule
`timescale 1ns/1ps
module mux_64_2_1 (out, A, B, sel);
	output logic [63:0] out;
	input logic [63:0] A, B;
	input logic sel;
	genvar i;
	generate 
		for (i = 0; i < 64; i++) begin : eachMux
			mux2_1 remux (.out(out[i]), .i0(A[i]), .i1(B[i]), .sel(sel));
		end
	endgenerate
endmodule
module mux_64_2_1_tb();
	logic [63:0] A, B, out;
	logic sel;
	mux_64_2_1 dut (.A, .B, .out, .sel);
	initial begin
		A = 64'd0; B = 64'hFFFFFFFFFFFFFFFF; sel = 1'b0; #1000;
		sel = 1'b1; #1000;
	end
endmodule
```

==> impl_metrics.tcl <==
# flow metrics
set metrics [dict create \
    fmax_mhz 829 \
    ff_count 0 \
    ys_seq_share_pct 0 \
    drt-initial-drc-count 16 \
    status "complete, but fails checks" \
    critical_path.top_delay_family "buffers and inverters" \
    area_leaders "mux2_4, buf_4, buf_12, mux2_2, buf_6" \
    critPathLaunchType "input port" \
    via_count 1415 \
    hold_class "input port to primary output" \
    arrival_ns 1.01 \
    hold_viol 0 \
    grt_pass1_vias 1550 \
    portBuffers 193 \
    fp-row-count 30 \
    die_x_um 105 \
    yosysCellCount 135 \
    path_buffers 4 \
    grt_max_degree 15 \
    drt-pass1-iter-count 2 \
    pin_count 193 \
    drt_wl_total_mm 6.33 \
    chipArea_mm2 0.0110 \
    setup_viol 64 \
    p_leak_uw 0.00169 \
    wl_per_cell_um 17.2 \
    post-route-min-period_ns 1.21 \
    synthCells 135 \
    antenna_cells 0 \
    tns_ns -9.17 \
    critical_path_class "input port to primary output" \
    cp-end-kind "primary output" \
    ir_drop_mv 0.187 \
    fp.coreArea_mm2 0.00691 \
    maxSlewHeadroom_pct 95.0 \
    drive_above_1_share_pct 53.1 \
    comb_area_um2 957 \
    fin_crit_sh_pct 121 \
    netlist_top_cells_count "buf_4, mux2_4, buf_12" \
    grt_pass1_wl_mm 9.05 \
    drt-vias-per-instance 3.83 \
    yosys_area_mm2 0.00156 \
    dp.final_hpwl_mm 5.24 \
    synth_cell_types 5 \
    worstPathRequired_ns 0.80 \
    nFillCells 693 \
    hold_buffers 0 \
    tool_warnings 35 \
    synth_top_area_share_pct 57.8 \
    path_common_cell "buf_16" \
    track_usage_pct 10.2 \
    failed_checks "negative setup slack" \
    worst_pin_slew_ns 0.0751 \
    critical-path-max-stage-delay_ns 0.30 \
    die_h_um 105 \
    grt_setup_unrepaired "true" \
    timing.final.ws_setup_ns -0.206 \
    cp_max_fo 7 \
    slew_viol_final 0 \
    yosys_warnings 0 \
    flop_area_um2 0 \
    slowest_stage "mux2_4" \
    grt.overflow.total 0 \
    avgSynthCellArea_um2 11.5 \
    synth.most_common_cell "buf_4" \
    syn2layout_area_growth_pct 107 \
    antenna_found_initial 0 \
    ant_nets 0 \
    drc 0 \
    nClkBuffers 0 \
    yosys.area.top_type "mux2_4" \
    power_uw 1310 \
    power_density_mw_per_mm2 406 \
    max_cap_violations 0 \
    gp_congestion 0.754 \
    netlist_area_mm2 0.00156 \
    path_cells "buf_16, buf_12, buf_16, mux2_4, buf_6" \
    initial_utilization_pct 22.6 \
]
==> power breakdown <==
part | leakage, µW | internal (µW) | total, µW | switching, µW
logic | 0.00169 | 1030 | 1310 | 283
registers | 0 | 0 | 0 | 0
clock network | 0 | 0 | 0 | 0
total | 0.00169 | 1030 | 1310 | 283
==> final timing paths <==
kind / from / to / slack, ns / cells after the start
setup / recovery: sel / out[23] / -0.21 / 5
hold / removal: A[19] / out[19] / 0.70 / 3
==> kinds of logic after synthesis <==
kind of cell | Yosys count | synth area share, %
buf+inv | 71 | 39.3
mux | 64 | 60.7
==> cell type report <==
class                      instances  share of cell area [%]
tap                               96                    3.72
multi-input combinational         64                    29.7
timing repair buffer             209                    66.6
==> per-stage QoR <==
step	utilization (%)	setup WS (ns)	hold slack, ns	std cells	instance area [µm²]
6_report	46.7	-0.206	0.703	369	3230
3_5_place_dp	44.1	-0.544	1.38	356	3040
3_3_place_gp	44.1	-0.538	1.39	356	3040
2_1_floorplan	-	-0.0759	0.590	135	1790
5_1_grt	46.7	-0.230	0.723	369	3230
4_1_cts	43.9	-0.227	0.798	365	3030
==> timing repair <==
action                     in CTS  in global routing
pin swaps                       0                  0
setup buffers                   4                  2
gates cloned                    5                  3
setup endpoints to repair      64                 64
gates resized                 312                 20
==> metal layers <==
layer	vias to the layer above	global-route usage [%]	share of wire [%]
li1	679	-	-
met5	-	0	0
met4	0	0	0
met3	0	5.34	13
met2	110	18.3	50
met1	626	11.1	37
==> placed cells by master, fill, tap and decap left out <==
cell type / instances
mux2_2: 1
buf_16: 5
mux2_4: 63
buf_6: 38
dlygate4sd2_1: 81
clkbuf_16: 3
buf_12: 8
clkdlybuf4s50_1: 44
dlymetal6s2s_1: 3
buf_2: 26
bufbuf_16: 1
Power and IR drop assume default switching activity.
