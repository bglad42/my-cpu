<file path="design/flow/design.v">
`timescale 1ns/1ps
module alu (result, A, B, cntrl, negative, zero, overflow, carry_out);
	output logic [63:0] result;
	output logic negative, zero, overflow, carry_out;
	input logic [63:0] A, B;
	input logic [2:0] cntrl;
	logic [63:0] ops [0:7];  
	assign ops[0] = B;
	wire [63:0] last;  
	logic [63:0] as;
	fullAdderSubtractor addsubZero (.A(A[0]), .B(B[0]), .Cin(cntrl[0]), .Cout(last[0]),
												.sum(as[0]), .subtract(cntrl[0])); 						 
	genvar i, j;
	generate
		for (i = 1; i < 63; i++) begin : eachBit
			fullAdderSubtractor addsub (.A(A[i]), .B(B[i]), .Cin(last[i-1]), .Cout(last[i]), 
												.sum(as[i]), .subtract(cntrl[0]));
		end
	endgenerate
	fullAdderSubtractor addSubOut (.A(A[63]), .B(B[63]), .Cin(last[62]), .Cout(last[63]), 
												.sum(as[63]), .subtract(cntrl[0])); 	
	assign carry_out = last[63];								 
	xor #50 (overflow, last[63], last[62]); 				 
	assign ops[2] = as;  
	assign ops[3] = as;  
	logic [63:0] finout;
	generate
		for (j = 0; j < 64; j++) begin : eachLog
			wire [7:0] connector;
			and #50 (ops[4][j], A[j], B[j]);
			or  #50 (ops[5][j], A[j], B[j]);
			xor #50 (ops[6][j], A[j], B[j]);
			for (i = 0; i < 8; i++) begin : loader
				assign connector[i] = ops[i][j];  
			end
			mux8_1 finalsel (.out(finout[j]), .in(connector), .sel(cntrl));  
		end
	endgenerate
	assign negative = finout[63];	
	nor_64 zeroFlag (.out(zero), .in(finout));
	assign result = finout;
endmodule 
`timescale 1ps/1ps
module fullAdder (sum, Cout, Cin, A, B);
	output logic sum, Cout;
	input logic A, B, Cin;
	wire AC, AB, BC;
	xor #50 (sum, A, B, Cin);
	nand #50 (AC, A, Cin);
	nand #50 (AB, A, B);
	nand #50 (BC, B, Cin);
	nand #50 (Cout, AC, AB, BC);
endmodule 
`timescale 1ps/1ps
module fullAdderSubtractor (A, B, Cout, Cin, sum, subtract);
	output logic Cout, sum;
	input logic A, B, Cin, subtract;
	wire bi, bin;
	not #50 (bi, B);
	mux2_1 sub (.out(bin), .i0(B), .i1(bi), .sel(subtract));
	fullAdder add (.sum(sum), .A(A), .B(bin), .Cout(Cout), .Cin(Cin));
endmodule 
`timescale 1ps/1ps
module mux2_1(out, i0, i1, sel);
	output logic out;
	input logic i0, i1, sel;
	logic t0, t1, t2;
	not #50 (t0, sel);
	and #50 r0 (t1, i1, sel);
	and #50 r1 (t2, i0, t0);
	or #50 result (out, t1, t2);
endmodule
`timescale 1ps/1ps
module mux4_1(i0, i1, i2, i3, sel0, sel1, out);
	input logic i0, i1, i2, i3, sel0, sel1;
	output logic out;
	logic s0, s1;
	mux2_1 r0(.i0(i0), .i1(i1), .sel(sel0), .out(s0));
	mux2_1 r1(.i0(i2), .i1(i3), .sel(sel0), .out(s1));
	mux2_1 r2(.i0(s0), .i1(s1), .sel(sel1), .out(out));
endmodule 
`timescale 1ps/1ps
module mux8_1(out, in, sel);
	output logic out;
	input logic [7:0] in;
	input logic [2:0] sel;
	logic s0, s1;
	mux4_1 r0 (.out(s0), .i0(in[0]), .i1(in[1]), .i2(in[2]), .i3(in[3]), .sel0(sel[0]), .sel1(sel[1]));
	mux4_1 r1 (.out(s1), .i0(in[4]), .i1(in[5]), .i2(in[6]), .i3(in[7]), .sel0(sel[0]), .sel1(sel[1]));
	mux2_1 result (.out(out), .i0(s0), .i1(s1), .sel(sel[2]));
endmodule 
`timescale 1ns/1ps
module nor_16 (out, in);
	input logic [15:0] in;
	output logic out;
	wire a, b, c, d;
	nor #50 (a, in[0], in[1], in[2], in[3]);
	nor #50 (b, in[4], in[5], in[6], in[7]);
	nor #50 (c, in[8], in[9], in[10], in[11]);
	nor #50 (d, in[12], in[13], in[14], in[15]);
	and #50 (out, a, b, c, d);
endmodule 
`timescale 1ns/1ps
module nor_64 (in, out);
	input logic [63:0] in;
	output logic out;
	wire a, b, c, d;
	nor_16 one (.out(a), .in(in[15:0]));
	nor_16 two (.out(b), .in(in[31:16]));
	nor_16 three (.out(c), .in(in[47:32]));
	nor_16 four (.out(d), .in(in[63:48]));
	and #50 (out, a, b, c, d);
endmodule 
</file>
<file path="design/flow/run.sh">
#!/bin/bash
# OpenROAD 26Q1-2900-gdf79404cd8, Yosys 0.63+post, stock flow scripts
make -C /OpenROAD-flow-scripts/flow DESIGN_CONFIG=/design/flow/config.mk WORK_HOME=/design/flow/orfs finish
</file>
<file path="design/flow/config.mk">
export PLATFORM = sky130hd
export DESIGN_NAME = alu
export DESIGN_NICKNAME = alu
export VERILOG_FILES = /design/flow/design.v
export SDC_FILE = /design/flow/constraint.sdc
export NUM_CORES = 4
export LEC_CHECK = 1
export CORE_UTILIZATION = 50
</file>
<file path="design/flow/constraint.sdc">
current_design alu

set clk_period 32.0
set clk_io_pct 0.2

create_clock -name clk0 -period $clk_period

set non_clock_inputs [all_inputs -no_clocks]
set_input_delay [expr $clk_period * $clk_io_pct] -clock clk0 $non_clock_inputs
set_output_delay [expr $clk_period * $clk_io_pct] -clock clk0 [all_outputs]
</file>
==> reports/results.ini <==
[grt]
antenna_found_initial = 0
grt_pass1_wl_um = 31700
gr-usage-all-layers_pct = 25.2
grt_pass1_vias = 6190
grt_max_degree = 66
grt_overflow_total = 0

[critical_path]
cp_slowest_cell = fa_2
critPathKind = input pin to primary output
cp.arrival_ns = 30.26
cp_max_fo = 2
crit_buf_inv = 9
cp_top_family = adder cells
cpMostUsedCell = fa_2
critPathLaunchType = input pin
timing.critical_path.to_type = primary output
cp.required_ns = 25.60
cpPeakStageDelay_ns = 0.41

[run_status]
violations = negative setup slack
status = complete, but fails checks

[finish]
final_cell_mix = ha_1 (191), inv_1 (190), clkdlybuf4s50_1 (174)
seq_cells = 0
clkbuf_count = 0
post-route-util_pct = 65.0
final_common_cell = ha_1
layout-drive-gt1-share_pct = 18.7
final_cells = 1230
final_area_mm2 = 0.00992
seqCellArea_um2 = 0
area_growth_pct = 26.7

[synthesis]
synthTopCellsByArea = ha_1 (31%), fa_1 (16%), inv_1 (9.4%), mux2i_1 (8.8%), buf_4 (6.6%)
yosys_area_mm2 = 0.00783
synth_warnings = 130
netlist_instances = 870
synth_cell_types = 33
avgSynthCellArea_um2 = 9.00
ys_seq_share_pct = 0
top_area_share_pct = 30.7
yosysTopAreaCell = ha_1
netlist_area_mm2 = 0.00783
ys_cells = 870

[sta]
slew_violations = 0
whs_ns = 13.51
setup-tns-final_ns = -46.37
setup_slack_ns = -4.66
tightestPinTransition_ns = 0.812
rsz0062_at_grt = yes
finalSetupViolCount = 17
post-route-period-util_pct = 115
hold_violations = 0
max_clock_freq_mhz = 27.3
slew_headroom_pct = 45.9
period_needed_ns = 36.66

[job]
cap_violations = 0
warnings = 100

[pwr]
p_leak_nw = 5.09
ir_drop_uv = 8.12
powerDensity_mw_per_mm2 = 17.1
power_uw = 169

[routing]
wire_per_inst_um = 16.0
drt-pass1-iter-count = 4
drc = 0
ant_nets = 0
first_iter_violations = 268
dr_total_vias = 6383
drt_wl_total_um = 19600
vias_per_cell = 5.19

[floorplan]
core_area_mm2 = 0.0153
fp_util_pct = 51.3
die_area_mm2 = 0.0162
row_count = 45
die_width_um = 127
io_pins = 199
die.size.y_um = 127

[worst_hold_path]
hold_depth = 4
hp-class = input pin to primary output
min_from = cntrl[1]
hold_end = result[59]

[placement]
gp_congestion = 0.939
post-place-cells = 1224
dp.final_hpwl_um = 15600
pre_cts_slack_ns = -6.04
portBuffers = 199
postPlaceCellArea_mm2 = 0.00990

[clock_tree]
postCtsHoldBufs = 0

cell usage after synthesis (2+ instances only):
cell and n:
and2_0 2, nand2_1 3, mux2_1 10, a211o_1 16, buf_2 18, mux2_2 28, and4_1 2, buf_1 6
nand4_1 2, nor4_1 7, mux2_4 4, clkbuf_1 7, and2_1 17, nor2b_1 13, a22oi_1 8, nor2_1 4
o22ai_1 5, or4_1 6, o21a_1 42, xnor2_1 3, buf_6 8, fa_1 63, o21ai_0 3, ha_1 192
mux2i_1 69, buf_4 69, a21o_1 3, o221ai_1 59, inv_1 197
how the worst max path moves through the flow:
| stage | from | to | slack (ns) | cells past startpoint |
|---|---|---|---|---|
| CTS | cntrl[0] | zero | -4.84 | 79 |
| global route | cntrl[0] | zero | -5.37 | 79 |
| finish | cntrl[0] | zero | -4.66 | 79 |
layout make-up:
type / count / area (µm²)
antenna: 1 / 2.50
fill: 1190 / 5340
inverter: 197 / 743
multi-input combinational: 565 / 6560
tap: 211 / 264
timing repair buffer: 256 / 2350
power breakdown:
part | switching [mW] | internal [mW]
clock | 0 | 0.000000000000514
combinational | 0.0738 | 0.0956
sequential | 0 | 0
what timing repair did:
item                       4_1_cts  5_1_grt
gates cloned                     0        0
pin swaps                       73       22
hold endpoints to repair         0        0
setup buffers                   11        5
setup endpoints to repair       20       20
resized                         74        9
cells by family after synthesis:
kind of cell / after synthesis / synth area share, %
and+or+nand+nor: 59 / 4.70
muxes: 111 / 15.0
buffers and inverters: 305 / 19.0
AOI/OAI and AO/OA: 137 / 14.2
xor gates and xnor gates: 3 / 0.335
adders and majority gates: 255 / 46.8
routing by layer:
metal / part of all wire (%) / vias to the layer above / global-route usage (%)
li1: - / 3188 / -
met1: 47 / 3018 / 37.1
met2: 46 / 171 / 41.0
met3: 6.3 / 6 / 4.78
met4: 0.67 / 0 / 1.68
met5: 0 / - / 0
Power is estimated from default activity; no workload was simulated.
